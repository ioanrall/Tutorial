[design/flow/design.v]
module if_stage  (input logic 	      clk,              
				  input logic 	      rst,              
				  input logic 	      mem_wb_valid_inst, 
			      input logic   	  ex_take_branch_out, 
				  input logic [31:0]  ex_target_PC_out,   
				  input logic [31:0]  Imem2proc_data,     
				  input logic stall_f,
				  input logic zap_f,	
				  output logic [31:0] proc2Imem_addr,     
				  output logic [31:0] if_PC_out,          
				  output logic [31:0] if_NPC_out,         
			      output logic [31:0] if_IR_out,          
				  output logic        if_valid_inst_out   
				  );
logic [31:0] PC_reg; 				    
logic [31:0] PC_plus_4;
logic [31:0] next_PC;
logic 	PC_enable;
assign proc2Imem_addr ={PC_reg[31:2], 2'b0};
assign if_IR_out = Imem2proc_data;
assign PC_plus_4 = PC_reg + 4;
assign next_PC = (ex_take_branch_out) ? ex_target_PC_out : PC_plus_4;
assign PC_enable =!stall_f;    
assign if_PC_out = PC_reg;
assign if_NPC_out = PC_plus_4;
always_ff @(posedge clk) begin
	if(rst)
		PC_reg <= 0;        
	else if(PC_enable)  				    
		PC_reg <= next_PC;  
end 
always_ff @(posedge clk) begin
	if (rst)
		if_valid_inst_out <= 1; 
	else
		if_valid_inst_out <= 1;      
end
endmodule   
[design/flow/run.sh]
#!/bin/bash
# OpenROAD 26Q1-2900-gdf79404cd8, Yosys 0.63+post, stock flow scripts
make -C /OpenROAD-flow-scripts/flow DESIGN_CONFIG=/design/flow/config.mk WORK_HOME=/design/flow/orfs finish
[design/flow/config.mk]
export PLATFORM = sky130hd
export DESIGN_NAME = if_stage
export DESIGN_NICKNAME = if_stage
export VERILOG_FILES = /design/flow/design.v
export SDC_FILE = /design/flow/constraint.sdc
export NUM_CORES = 4
export LEC_CHECK = 1
export CORE_AREA = 10 10 135 135
export DIE_AREA = 0 0 145 145
[design/flow/constraint.sdc]
current_design if_stage

set clk_period 6.4
set clk_io_pct 0.2

create_clock -name clk0 -period $clk_period [get_ports {clk}]

set non_clock_inputs [all_inputs -no_clocks]
set_input_delay [expr $clk_period * $clk_io_pct] -clock clk0 $non_clock_inputs
set_output_delay [expr $clk_period * $clk_io_pct] -clock clk0 [all_outputs]
==> impl_metrics.csv <==
group,metric,value,unit
pwr,clkPwrFrac,0.447,
synthesis,ys.flop_type,"dfxtp_1",
synthesis,ys_warn_count,1,
clocking,clkLatencyLatePin,0.28,ns
die,io_pins,199,
clocking,h-tree-depth,2,
clocking,numCtsBuffers,5,
pwr,powerDensity,166,nW/um2
synthesis,async_flop_share,0,
synthesis,netlist_area,2870,um2
detailed_routing,wirelength,10500,um
sta,worst_slack,2.29,ns
hold_path,hold_start,"PC_reg[0]",
sta,finalClockPeriodUsage,0.642,
clocking,cts.repair.resized,0,
setup_path,crit_cells,6,
clocking,cts_root_buffer,"clkbuf_16",
setup_path,worstReg2RegEnd,"PC_reg[24]",
sta,slew_headroom,0.563,
pwr,p_comb_frac,0.203,
synthesis,top_area_frac,0.223,
global_routing,grt_antenna_before_repair,0,
global_routing,grt_usage,0.0961,
pwr,p_int,0.508,mW
synthesis,area_leaders,"dfxtp_1, buf_4, xnor2_1",
place,port_buffers,129,
layout,largest_reg_flops,32,
die,die_area,21000,um2
detailed_routing,drc,0,
clocking,hold_buffers,0,
setup_path,worstPathArrival,2.83,ns
place,dpl.hpwl,8030,um
detailed_routing,vias,2784,
sta,setup-tns-final,0,ns
setup_path,cp-end-kind,"output port",
global_routing,grt_pass1_vias,2684,
die,core_region_area,15300,um2
layout,lay_top_cells,"clkdlybuf4s50_1, nand2_1, dfxtp_1",
setup_path,required,5.12,ns
synthesis,ys_cells,379,
pwr,power_leakage,1.42,nW
pwr,switching_power,0.163,mW
synthesis,synth.avg_cell_area,7.56,um2
die,fp-utilization,0.188,
setup_path,cp-startpoint,"PC_reg[2]",
detailed_routing,num_antenna_cells,0,
place,place_congestion,0.842,
layout,area_growth,40.5,%
synthesis,ys_types,55,
clocking,cts_tree,"built",
setup_path,cp_num_buf_inv,1,
setup_path,crit_fanout,9,
die,die_h,145,um
sta,setup_viol,0,
layout,final_common_cell,"clkdlybuf4s50_1",
clocking,cts_sinks,32,
setup_path,critPathMaxStageDelay,0.51,ns
setup_path,setup.worst_path.end,"if_NPC_out[26]",
global_routing,grt_max_degree,66,
place,dp_slack,2.61,ns
synthesis,ys.flops,32,
die,die_w,145,um
sta,drv_slew,0,
sta,fin_crit,4.11,ns
hold_path,hold_class,"reg2reg",
clocking,clk_path_buf_depth,2,
setup_path,path_class,"reg2out",
synthesis,synthCells,379,
layout,drive_gt1_frac,0.0721,
pwr,seqPwrFrac,0.349,
setup_path,start_kind,"flip-flop",
detailed_routing,dr.pass1.iters,4,
synthesis,edf_count,0,
job,tool_warnings,27,
setup_path,rrSetupSlack,4.06,ns
detailed_routing,wl_per_cell,16.5,um
sta,skew,0.00396,ns
setup_path,worstPathCellList,"ha_1 -> and3_1 -> nand2_2 -> or4_4 -> xnor2_1 -> clkdlybuf4s50_1",
setup_path,cp_top_family,"simple AND/OR/NAND/NOR gates",
pwr,switching_share,0.243,
synthesis,ys_seq_frac,0.223,
sta,worstMarginPinSlew,0.656,ns
die,rows,45,
sta,rsz0062_at_grt,"false",
global_routing,overflow,0,
pwr,peakVddDrop,0.0888,mV
setup_path,cpMaxStageDelayCell,"dfxtp_1",
detailed_routing,viasPerCell,4.34,
sta,fmax,244,MHz
clocking,cts_setup_buffers,0,
job,cap_violations,0,
setup_path,crit-reg2reg-launch,"PC_reg[2]",
layout,final.fill_count,1604,
sta,hold_violations,0,
global_routing,grt_pass1_wl,16300,um
outcome,status,"finished, final reports clean",
setup_path,reg2regPathDepth,6,
synthesis,largest_area_cell,"dfxtp_1",
detailed_routing,ant_nets,0,
detailed_routing,drt_iter0_markers,196,
synthesis,synth-area-yosys,2870,um2
clocking,clkSlewWorstSetupHoldPaths,0.06,ns
-- final cells by class --
| cell class | count | area, um2 | area share |
|---|---|---|---|
| Timing Repair Buffer | 133 | 1320 | 0.327 |
| Multi-Input combinational cell | 250 | 1600 | 0.397 |
| Sequential cell | 32 | 641 | 0.159 |
| Clock inverter | 1 | 30.0 | 0.00745 |
| Tap cell | 211 | 264 | 0.0655 |
| Clock buffer | 7 | 153 | 0.0379 |
| Inverter | 7 | 26.3 | 0.00652 |
-- stage by stage --
step	hold WS, ns	instance area (um2)	power, mW	util	cells
floorplan	0.462	2870	0.302	-	380
global placement	0.505	3850	0.377	0.252	633
detailed placement	0.511	3850	0.378	0.252	633
CTS	0.542	4030	0.681	0.264	641
global route	0.569	4030	0.703	0.264	641
finish	0.526	4030	0.671	0.264	641
-- routing by layer --
metal / track usage / part of all wire / wire length [um] / vias up
li1: - / - / - / 1356
met1: 0.130 / 0.46 / 4870 / 1301
met2: 0.150 / 0.44 / 4670 / 119
met3: 0.0344 / 0.091 / 956 / 8
met4: 0.00766 / 0.0046 / 48 / 0
met5: 0 / 0 / 0 / -
-- kinds of logic after synthesis --
logic type                 synth area share
AOI/OAI and AO/OA                     0.183
xor gates and xnor gates             0.0856
adders and majority gates           0.00436
buffers and inverters                 0.220
DFF                                   0.223
muxes                                0.0314
other                               0.00262
and+or+nand+nor                       0.249
-- tightest hold or removal path, stage by stage (launching register included) --
cell and delay (ns):
dfxtp_1 0.34, mux2i_1 0.07, nor2_1 0.08
-- cells in the mapped netlist (6+ instances only) --
cell and instances:
inv_1 6, dfxtp_1 32, o21ai_0 14, xor2_1 12, buf_4 69, nor2_1 29
nand2_1 35, and3_1 7, nor2b_1 9, and4_1 6, a22oi_1 9, a21oi_1 25
nand3_1 10, a31oi_1 6, clkbuf_1 16, mux2i_1 9, xnor2_1 16
-- worst min-delay path by stage --
stage,to,slack [ns],cells after the start
6_report,PC_reg[0],0.53,2
5_1_grt,PC_reg[9],0.57,2
4_1_cts,PC_reg[0],0.54,2
-- power by group through the flow --
| stage | Sequential (mW) | Combinational [mW] | Clock, mW |
|---|---|---|---|
| 6_report | 0.234 | 0.136 | 0.300 |
| 5_1_grt | 0.238 | 0.151 | 0.313 |
| 4_1_cts | 0.234 | 0.140 | 0.306 |
No activity file was given, so power comes from the tool's default toggle rates.
